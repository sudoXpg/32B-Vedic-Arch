==> flow/design.v <==
module and32bit(input [31:0]a,b, output [31:0]result);
assign result = a & b;
endmodule
==> flow/run.sh <==
#!/bin/bash
# OpenROAD 26Q1-2900-gdf79404cd8, Yosys 0.63+post, stock flow scripts
make -C /OpenROAD-flow-scripts/flow DESIGN_CONFIG=/design/flow/config.mk WORK_HOME=/design/flow/orfs finish
==> flow/config.mk <==
export PLATFORM = sky130hd
export DESIGN_NAME = and32bit
export DESIGN_NICKNAME = and32bit
export VERILOG_FILES = /design/flow/design.v
export SDC_FILE = /design/flow/constraint.sdc
export NUM_CORES = 4
export LEC_CHECK = 1
export CORE_AREA = 10 10 70 70
export DIE_AREA = 0 0 80 80
==> flow/constraint.sdc <==
current_design and32bit

set clk_period 1.0
set clk_io_pct 0.2

create_clock -name clk0 -period $clk_period

set non_clock_inputs [all_inputs -no_clocks]
set_input_delay [expr $clk_period * $clk_io_pct] -clock clk0 $non_clock_inputs
set_output_delay [expr $clk_period * $clk_io_pct] -clock clk0 [all_outputs]
==> CHANGELOG.md <==
### Implementation results

* Ys cells at 32
* Most frequent logic cell in the layout: dlygate4sd2_1
* Worst Setup Slack, final at 0.108 ns
* Hold WC Path Type: in -> out
* Critical path fanouts, max at 1
* Register Area at 0 um^2
* Synthesized area at 200 um^2
* Area of placed instances at between 1000 and 1500 um^2
* Tmin final at 0.892 ns
* Pwr dens at 253 nW/um^2
* Status: finished clean
* P_leak at 0.576 nW
* Unique cell types at 1
* TritonRoute pass-1 iters at 2
* # DRC at 0
* Detail Placement HPWL at 2.21 mm
* Total gr overflow at 0
* Clock buffer count at 0
* Yosys stat area at approximately 200 um^2
* Critical Path Sink Type: output pin
* Syn-to-layout area delta at 390%
* Final Util at 28.7%
* Total Die Area at ~6400 um^2
* Final Routed Wirelength at about 2.2 mm
* Worst vdd ir at 0.0000747 V
* Tightest Pin Transition at 0.0581 ns
* Row cnt at 21
* Fin area at 981 um^2
* WS Path Type: in -> out
* # fillers at 431
* Ys Warns at 0
* Cells after Synth at 32
* Crit-path max cell delay at 0.23 ns
* Top achievable clock speed at roughly 1100 MHz
* Slowest cell on crit path: dlygate4sd2_1
* Vias in the first global route at 637
* M1 wire length at 675 um
* CTS Hold Bufs at 0
* CP delay by family, top: buffers and inverters
* PortBufs at around 96
* Arr. time, crit path at 0.69 ns
* Final Power at 0.248 mW
* First-pass GRT wire length at a little over 3 mm
* Crit path cell chain: dlygate4sd2_1, and2_1, buf_2
* Data required, critical path at about 0.80 ns
* Vias after detailed routing at 557
* Slew HR at a little over nine tenths
* Antenna-violating nets left at 0
* Flop count at 0
* CP Buf/Inv Count at 2
* Die Span Y at 80 um
* Final period util at slightly below 90%
* Met3 routed WL at 389 um
* Setup TNS at 0 ns
* Initial antenna violation count at 0
* Initial DRC Count at 1
* Via density at 3.20
* Metal2 WL at 1.16 mm
* GR Util All Layers at 5.89%
* Largest net degree at the start of global routing at 2
* Count of final setup violators at 0
* Routability cong. at 0.800
* Die Span X at 80 um
* Share of post-route cells with drive strength above 1 at 25.8%
* Routed WL per cell at 12.8 um
* Top Layout Cells: 64 x dlygate4sd2_1, 32 x buf_2, 31 x and2_1
* Max Slew Vio Count at 0
* Tool Warnings at 32
* Hold Violations, Final at 0
* Core box area at 3420 um^2
* DR top layer: met3
* Dpl ws at -0.468 ns
* FP Core Util at 5.86%
* Max Cap Viol at 0
* Unrepaired setup endpoints after global routing: no
* Syn avg cell area at 6.26 um^2
* I/O pin count at 96
* Register share after synthesis at 0%
* Antenna fix cells at 0
* Setup crit start kind: input port
[area by class of cell]
type / count / area (um^2) / share of cell area [%]
multi-input combinational: 32 / 203 / 20.7
tap: 46 / 57.6 / 5.87
timing repair buffer: 96 / 721 / 73.5
[metal layers]
metal  GRT usage, %  up-vias
met5              0        -
met4              0        0
met3           4.32        0
met2           11.7       43
met1           4.68      226
li1               -      288
[stage by stage]
stage	hold slack (ns)	instances
floorplan	0.472	32
CTS	0.772	174
global route	0.783	174
finish	0.766	174
detailed placement	1.32	174
global placement	1.32	174
[synth_stat cells]
library cell / instances / area, um^2
and2_1: 32 / 200
[kinds of logic after synthesis]
| family | Yosys count | synth area share (%) |
|---|---|---|
| AND/OR/NAND/NOR | 32 | 100 |
[power breakdown]
part | switching [mW] | leakage, nW | total, mW | internal [mW]
clock network | 0 | 0 | 0 | 0
registers | 0 | 0 | 0 | 0
logic | 0.0485 | 0.576 | 0.248 | 0.199
total | 0.0485 | 0.576 | 0.248 | 0.199
[final timing paths]
kind                   from    endpoint  slack [ns]  cells after the start
worst min-delay path  a[28]  result[28]        0.77                      3
worst max-delay path  b[16]  result[16]        0.11                      3
[repair_timing]
item / 4_1_cts / 5_1_grt
setup buffers: 0 / 0
setup endpoints to repair: 32 / 0
gates resized: 161 / 0
Power and IR drop assume default switching activity.
