[flow/constraint.sdc]
current_design comparator32bit

set clk_period 13.0
set clk_io_pct 0.2

create_clock -name clk0 -period $clk_period

set non_clock_inputs [all_inputs -no_clocks]
set_input_delay [expr $clk_period * $clk_io_pct] -clock clk0 $non_clock_inputs
set_output_delay [expr $clk_period * $clk_io_pct] -clock clk0 [all_outputs]
[flow/run.sh]
#!/bin/bash
# OpenROAD 26Q1-2900-gdf79404cd8, Yosys 0.63+post, stock flow scripts
make -C /OpenROAD-flow-scripts/flow DESIGN_CONFIG=/design/flow/config.mk WORK_HOME=/design/flow/orfs finish
[flow/design.v]
module cla32bit(in1, in2, carry_in, sum, carry_out);
parameter DATA_WID = 32;
input [DATA_WID - 1:0] in1;
input [DATA_WID - 1:0] in2;
input carry_in;
output [DATA_WID - 1:0] sum;
output carry_out;
wire [DATA_WID - 1:0] gen;
wire [DATA_WID - 1:0] pro;
wire [DATA_WID:0] carry_tmp;
genvar j, i;
generate
 assign carry_tmp[0] = carry_in;
 for(j = 0; j < DATA_WID; j = j + 1) begin: carry_generator
 assign gen[j] = in1[j] & in2[j];
 assign pro[j] = in1[j] | in2[j];
 assign carry_tmp[j+1] = gen[j] | pro[j] & carry_tmp[j];
 end
 assign carry_out = carry_tmp[DATA_WID];
 for(i = 0; i < DATA_WID; i = i+1) begin: sum_without_carry
 assign sum[i] = in1[i] ^ in2[i] ^ carry_tmp[i];
 end 
endgenerate 
endmodule
module comparator32bit(input [31:0]a,b, output reg eq,sm,gr);
wire[31:0]SUM,X,B1;
wire Cout;
assign X = a^b;
assign B1=~b;
cla32bit cla_inst(a, B1, 1'b1, SUM, Cout);
always@(*)
if(SUM==0)
    begin
        eq=1;
        sm=0;
        gr=0;
    end
else
    begin
        if( Cout==1'b1 && SUM != 0)
            begin
                eq=0;
                sm=0;
                gr=1;
            end
        else if( Cout==1'b0 && SUM != 0)
            begin
                eq=0;
                sm=1;
                gr=0;
            end
    end
endmodule
[flow/config.mk]
export PLATFORM = sky130hd
export DESIGN_NAME = comparator32bit
export DESIGN_NICKNAME = comparator32bit
export VERILOG_FILES = /design/flow/design.v
export SDC_FILE = /design/flow/constraint.sdc
export NUM_CORES = 4
export LEC_CHECK = 1
export CORE_AREA = 10 10 113 113
export DIE_AREA = 0 0 123 123
==> flow_metrics.env <==
# yosys + openroad results
export IMPL_status="finished, violations left"
export IMPL_violations="negative setup slack"
export IMPL_period_used_pct=135
export IMPL_dr_pass1_iters=3
export IMPL_cp_end_kind="output port"
export IMPL_grt_max_degree=4
export IMPL_wl_um=3280
export IMPL_lay_top_count="clkdlybuf4s50_1"
export IMPL_warnings=35
export IMPL_worstPathArrival_ns=14.96
export IMPL_top_area_share_pct=68.8
export IMPL_netlist_area_sq_um=902
export IMPL_finalHoldViolations=0
export IMPL_io_pins=67
export IMPL_critPathRequiredTime_ns=10.40
export IMPL_post_cts_buffers=0
export IMPL_grt_pass1_wl_um=4890
export IMPL_avgRoutedWirePerCell_um=11.4
export IMPL_fin_tns_setup_ns=-13.41
export IMPL_drive_above_1_share_pct=27.8
export IMPL_cap_violations=0
export IMPL_stdcell_count=287
export IMPL_grt_remaining_overflow=0
export IMPL_setup_viol=3
export IMPL_crit_start="a[0]"
export IMPL_synth_cell_type_count=11
export IMPL_worst_slack_ns=-4.56
export IMPL_rsz0062_at_grt="true"
export IMPL_ys_cells=82
export IMPL_chip_area_sq_um=15100
export IMPL_diodes=0
export IMPL_die_height_um=123
export IMPL_critPathKind="input pin to output port"
export IMPL_fin_crit_ns=17.56
export IMPL_fillers=1121
export IMPL_critPathSlowestCell="fa_1"
export IMPL_crit_end="eq"
export IMPL_max_stage_delay_ns=0.41
export IMPL_vdd_drop_max_mv=0.0101
export IMPL_most_common_layout_cells="clkdlybuf4s50_1, inv_1, fa_2, nand4_1, buf_2"
export IMPL_netlist_instances=82
export IMPL_power_density_nw_per_um2=31.8
export IMPL_fp_util_pct=8.74
export IMPL_vias=746
export IMPL_cp_common_cell="fa_2"
export IMPL_ant_nets=0
export IMPL_post_route_util_pct=17.8
export IMPL_rows=37
export IMPL_port_buffers=67
export IMPL_syn_avg_cell_area_sq_um=11.0
export IMPL_core_area_sq_um=10300
export IMPL_drv_slew=0
export IMPL_die_width_um=123
export IMPL_syn_to_final_growth_pct=104
export IMPL_drtIter0Drc=7
export IMPL_first_global_vias=933
export IMPL_power_leakage_uw=0.000713
export IMPL_cp_start_kind="input pin"
export IMPL_drc=0
export IMPL_synth_seq_cells=3
export IMPL_ys_area_sq_um=902
export IMPL_dpl_hpwl_um=3290
export IMPL_synth_area_leader_cell="fa_1"
export IMPL_grt_usage_pct=4.33
export IMPL_dp_cells=287
export IMPL_path_max_fanout=3
export IMPL_grt_antenna_before_repair=0
export IMPL_gp_congestion=0.709
export IMPL_topCellsByArea="fa_1, inv_1, dlxtn_1"
export IMPL_routed_via_density=2.60
export IMPL_unclocked_regs=3
export IMPL_max_freq_mhz=57.0
export IMPL_ys_warn_count=1
export IMPL_unconstrained_endpoints=3
-- power breakdown --
part | switching [uW] | internal, uW
clock | 0 | 0
combinational | 23.3 | 34.4
sequential | 0.0565 | 0.781
-- layer usage --
| metal | track usage (%) | wire (um) | part of all wire (%) |
|---|---|---|---|
| met2 | 7.43 | 1630 | 50 |
| met3 | 2.17 | 434 | 13 |
| met1 | 5.10 | 1210 | 37 |
| met5 | 0 | 0 | 0 |
| met4 | 0 | 0 | 0 |
-- flip-flops by register name, indices dropped and copies added (netlist names) --
signal  cells
sm          1
eq          1
gr          1
-- repair_timing --
| item | CTS | global route |
|---|---|---|
| resized | 28 | 1 |
| setup endpoints to repair | 3 | 3 |
| hold buffers | 0 | 0 |
| pin swaps | 0 | 2 |
-- cell type report --
cell class	instances	area (sq um)	share of cell area, %
Inverter	33	136	7.41
Multi-Input combinational cell	48	837	45.5
Sequential cell	3	45.0	2.45
Tap cell	136	170	9.25
Timing Repair Buffer	67	651	35.4
-- metrics by stage --
| stage | worst slack (ns) | power (uW) | instance area (sq um) |
|---|---|---|---|
| 2_1_floorplan | -3.77 | 25.9 | 1010 |
| 3_3_place_gp | -5.66 | 60.8 | 1850 |
| 3_5_place_dp | -5.70 | 61.1 | 1850 |
| 4_1_cts | -4.74 | 61.8 | 1840 |
| 5_1_grt | -4.99 | 67.8 | 1840 |
| 6_report | -4.56 | 58.6 | 1840 |
-- cell usage after synthesis --
master,instances
a21boi_0,1
ha_1,1
conb_1,1
fa_1,31
nand4_1,7
dlxtn_1,3
nor4_2,2
nand4b_1,1
a21oi_1,1
and2_1,1
inv_1,33
-- critical path: cells and delay by family --
| kind | cells | cell delay (ns) |
|---|---|---|
| latches | 1 | 0.32 |
| fa+ha+maj | 32 | 11.14 |
| simple gates | 3 | 0.63 |
| buf+inv | 4 | 0.26 |
-- logic make-up after synthesis --
logic type | after synthesis | share of synthesized area, %
and+or+nand+nor | 11 | 9.29
buffers and inverters | 33 | 13.7
adders and majority gates | 32 | 70.2
AOI/OAI and AO/OA | 2 | 1.39
latches | 3 | 4.99
other | 1 | 0.416
No activity file was given, so power comes from the tool's default toggle rates.
