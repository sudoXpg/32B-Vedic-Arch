File: flow/design.v
module fullAdder(input a, b, Cin, output s, Cout);
assign s = a ^ b ^ Cin;
assign Cout = (a & b) | (Cin & (a ^ b));
endmodule
module subtract32bit(a, b, sum, cout);
input [31:0] a,b;
wire[31:0]b1;
assign b1=~b;
output [31:0]sum;
output cout;
wire[30:0] c;
fullAdder a1 (a[0], b1[0], 1'b1,  sum[0], c[0]);
fullAdder a2 (a[1], b1[1], c[0], sum[1], c[1]);
fullAdder a3 (a[2], b1[2], c[1], sum[2], c[2]);
fullAdder a4 (a[3], b1[3], c[2], sum[3], c[3]);
fullAdder a5 (a[4], b1[4], c[3], sum[4], c[4]);
fullAdder a6 (a[5], b1[5], c[4], sum[5], c[5]);
fullAdder a7 (a[6], b1[6], c[5], sum[6], c[6]);
fullAdder a8 (a[7], b1[7], c[6], sum[7], c[7]);
fullAdder a9 (a[8], b1[8], c[7], sum[8], c[8]);
fullAdder a10(a[9], b1[9], c[8], sum[9], c[9]);
fullAdder a11(a[10],b1[10],c[9], sum[10], c[10]);
fullAdder a12(a[11],b1[11],c[10],sum[11],c[11]);
fullAdder a13(a[12],b1[12],c[11],sum[12],c[12]);
fullAdder a14(a[13],b1[13],c[12],sum[13],c[13]);
fullAdder a15(a[14],b1[14],c[13],sum[14],c[14]);
fullAdder a16(a[15],b1[15],c[14],sum[15],c[15]);
fullAdder a17(a[16],b1[16],c[15],sum[16],c[16]);
fullAdder a18(a[17],b1[17],c[16],sum[17],c[17]);
fullAdder a19(a[18],b1[18],c[17],sum[18],c[18]);
fullAdder a20(a[19],b1[19],c[18],sum[19],c[19]);
fullAdder a21(a[20],b1[20],c[19],sum[20],c[20]);
fullAdder a22(a[21],b1[21],c[20],sum[21],c[21]);
fullAdder a23(a[22],b1[22],c[21],sum[22],c[22]);
fullAdder a24(a[23],b1[23],c[22],sum[23],c[23]);
fullAdder a25(a[24],b1[24],c[23],sum[24],c[24]);
fullAdder a26(a[25],b1[25],c[24],sum[25],c[25]);
fullAdder a27(a[26],b1[26],c[25],sum[26],c[26]);
fullAdder a28(a[27],b1[27],c[26],sum[27],c[27]);
fullAdder a29(a[28],b1[28],c[27],sum[28],c[28]);
fullAdder a30(a[29],b1[29],c[28],sum[29],c[29]);
fullAdder a31(a[30],b1[30],c[29],sum[30],c[30]);
fullAdder a32(a[31],b1[31],c[30],sum[31],cout);
endmodule
File: flow/run.sh
#!/bin/bash
# OpenROAD 26Q1-2900-gdf79404cd8, Yosys 0.63+post, stock flow scripts
make -C /OpenROAD-flow-scripts/flow DESIGN_CONFIG=/design/flow/config.mk WORK_HOME=/design/flow/orfs finish
File: flow/config.mk
export PLATFORM = sky130hd
export DESIGN_NAME = subtract32bit
export DESIGN_NICKNAME = subtract32bit
export VERILOG_FILES = /design/flow/design.v
export SDC_FILE = /design/flow/constraint.sdc
export NUM_CORES = 4
export LEC_CHECK = 1
export CORE_AREA = 10 10 96 96
export DIE_AREA = 0 0 106 106
File: flow/constraint.sdc
current_design subtract32bit

set clk_period 40.0
set clk_io_pct 0.2

create_clock -name clk0 -period $clk_period

set non_clock_inputs [all_inputs -no_clocks]
set_input_delay [expr $clk_period * $clk_io_pct] -clock clk0 $non_clock_inputs
set_output_delay [expr $clk_period * $clk_io_pct] -clock clk0 [all_outputs]
==> PnR_summary.wiki <==
=== Physical design figures ===
{| class="wikitable"
! Metric !! Value
|-
| Critical path class || input pin to output pin
|-
| # clk buffers || 0
|-
| Antenna diode count || 0
|-
| First-pass GRT wire length || approximately 5200 um
|-
| Critical path fanouts, max || 1
|-
| Area leader, netlist || fa_1
|-
| Total number of warnings across the stage logs || 32
|-
| Area growth, synth to finish || 76.48%
|-
| Yosys chip area || 0.001117 mm^2
|-
| Yosys cell count || about 130
|-
| Startpoint types || input pin
|-
| Most used standard cell by instance count after synthesis || inv_1
|-
| Highest cell delay on the worst timing path || roughly 0.45 ns
|-
| Post-Route Setup TNS || 0 ns
|-
| Max Fclk || 0.03429 GHz
|-
| Hold buffer count at cts || 0
|-
| Per-instance average area after synthesis || between 8 and 9 um^2
|-
| GRT Total Usage || 5.616%
|-
| Detailed Routing Iterations Pass 1 || 2
|-
| Tally of yosys warning messages || 0
|-
| Status || completed
|-
| Number of top-level design ports || between 90 and 100
|-
| Cell area after synthesis || roughly 0.0011 mm^2
|-
| Area share of the largest cell type after synthesis || a little under three fifths
|-
| Post-CTS sizing || 0
|-
| Total number of vias || between 800 and 900
|-
| HPWL Detailed || 3184 um
|-
| Final-report setup violation count || 0
|-
| Sequential standard cell area || 0 um^2
|-
| Required time worst endpoint || ~32 ns
|-
| Die Span Y || ~110 um
|-
| Highest-delay cell along the critical path || clkdlybuf4s50_1
|-
| RSZ-0062 raised after global routing || no
|-
| Wire length per cell || between 10 and 15 um
|-
| Nature of the critical path endpoint || output pin
|-
| Number of vias per cell after detailed routing || 3.038
|-
| Most repeated library cell on the critical path || fa_1
|-
| Clock period minus worst slack || 29.16 ns
|-
| Max transition margin || slightly above 90%
|-
| Hold violation count in the final report || 0
|-
| Synthesized instance count || 129
|-
| Maximum number of pins on one net before global-route repair || 2
|-
| Violation count after the first detailed-route iteration || 2
|-
| Area of the die || about 0.011 mm^2
|-
| Area of the core || roughly 0.0072 mm^2
|-
| Buffers inserted during post-CTS setup optimization || 0
|-
| FP Util || approximately 15%
|-
| Number of max-capacitance violations reported || 0
|-
| Seq cells || 0
|-
| Antenna Nets Post-Route || 0
|-
| Unique cell types || 4
|-
| Static leakage || 0.9612 nW
|-
| Hold crit path type || input pin to output pin
|-
| Power Density || around 15 mW/mm^2
|-
| Placement Rows || 31
|-
| Chip width || between 100 and 150 um
|-
| Fraction of layout instances using a drive strength above 1 || 0%
|-
| Hold WS || between 15 and 20 ns
|-
| Total chip power || around 29 uW
|-
| Post-detailed-routing wire length || ~3100 um
|-
| Top cells, area || fa_1, inv_1, buf_4, ha_1
|-
| Remaining design rule violation count || 0
|-
| Part of the cycle the worst path needs || 72.90%
|-
| Via count of the first global-routing pass || around 1100
|-
| Count of buffers inserted at the top-level ports || just under 100
|-
| Remaining global-route overflow || 0
|-
| Total non-filler cell area in the finished layout || ~0.002 mm^2
|-
| Placer Congestion || between 0.8 and 0.9
|-
| Crit path DAT || ~21 ns
|-
| Total cell area at the placement stage || ~0.0020 mm^2
|-
| Number of fill cells in the layout || around 780
|-
| Initial antenna violation count || 0
|-
| Most common library cells after synthesis || inv_1, buf_4, fa_1
|-
| Number of slew-limit violations in the final report || 0
|-
| Number of buffer and inverter stages on the critical path || 6
|-
| CP top delay family || adder cells
|-
| Slew at the pin closest to its max-slew limit || 0.1098 ns
|-
| Register area share after synthesis || 0%
|-
| Max VDD drop || approximately 0.006 mV
|}
==> power breakdown <==
group	internal [mW]	leakage (nW)	switching, mW
registers	0	0	0
clock network	0	0	0
logic	0.0202	0.961	0.00837
total	0.0202	0.961	0.00837
==> worst min-delay path: cells and delay by family <==
family	cells	cell delay, ns
adder cells (fa/ha/maj)	1	0.12
buffers and inverters	4	0.88
==> cell families (layout without fill, tap and decap cells) <==
family                   after synthesis  in the layout  share of synthesized area [%]
buffers and inverters                 97            162                          43.34
adder cells (fa/ha/maj)               32             32                          56.66
==> layer usage <==
| metal | vias up | share of wire, % | GRT usage [%] |
|---|---|---|---|
| li1 | 421 | - | - |
| met1 | 385 | 35 | 6.137 |
| met2 | 84 | 37 | 7.906 |
| met3 | 0 | 28 | 5.933 |
| met4 | 0 | 0 | 0 |
| met5 | - | 0 | 0 |
==> layout make-up <==
| cell class | instances | area, um^2 | area share, % |
|---|---|---|---|
| well taps | 99 | 123.9 | 6.282 |
| repair buffers | 97 | 970.9 | 49.24 |
| multi-input cells | 32 | 633.1 | 32.11 |
| inverters | 65 | 244.0 | 12.37 |
==> through the flow <==
step,utilization (%),worst slack [ns],std cells
floorplan,-,12.00,129
global placement,27.33,10.74,293
detailed placement,27.33,10.72,293
CTS,27.33,10.72,293
global route,27.33,10.30,293
finish,27.33,10.84,293
==> worst paths after layout <==
| check | cells past startpoint | to | startpoint |
|---|---|---|---|
| setup / recovery | 38 | sum[31] | a[0] |
| hold / removal | 5 | sum[0] | a[0] |
==> layout by cell type (no fill, tap or decap) <==
master / synthesis / layout
inv_1: 65 / 65
clkdlybuf4s50_1: 0 / 97
ha_1: 1 / 1
fa_1: 31 / 31
Power figures rest on the tool's default switching activity, not on a simulated workload.
